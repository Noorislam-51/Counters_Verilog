<file path="/design/flow/design.v">
module dff(q,d,clk,rst);
  input clk,rst,d;
  output reg q;
  always@ (posedge clk or posedge rst)
    if(rst)
      q=1'b0;
  	else
      q<=d;
endmodule
module up_counter_async_st(q,clk,rst);
wire [3:0]d;
input clk,rst;
output [3:0]q;
assign d=~q;
  dff dff0 (.q(q[0]),.d(d[0]),.clk(clk),.rst(rst));
  dff dff1 (.q(q[1]),.d(d[1]),.clk(d[0]),.rst(rst));
  dff dff2 (.q(q[2]),.d(d[2]),.clk(d[1]),.rst(rst));
  dff dff3 (.q(q[3]),.d(d[3]),.clk(d[2]),.rst(rst));
endmodule
module up_counter_sync_st(q,clk,rst);
wire [3:0]d;
input clk,rst;
output [3:0]q;
assign d0 = ~q[0];
assign d1 = q[1] ^ q[0];
assign d2 = q[2] ^ (q[1] & q[0]);
assign d3 = q[3] ^ (q[2] & q[1] & q[0]);
dff dff0 (.q(q[0]),.d(d0),.clk(clk),.rst(rst));
dff dff1 (.q(q[1]),.d(d1),.clk(clk),.rst(rst));
dff dff2 (.q(q[2]),.d(d2),.clk(clk),.rst(rst));
dff dff3 (.q(q[3]),.d(d3),.clk(clk),.rst(rst));
endmodule
module async_counter (
    input  wire clk,
    input  wire rst,
    output reg  [3:0] q
);
    always @(posedge clk or posedge rst) begin
        if (rst)
            q[0] <= 1'b0;
        else
            q[0] <= ~q[0];
    end
    always @(posedge q[0] or posedge rst) begin
        if (rst)
            q[1] <= 1'b0;
        else
            q[1] <= ~q[1];
    end
    always @(posedge q[1] or posedge rst) begin
        if (rst)
            q[2] <= 1'b0;
        else
            q[2] <= ~q[2];
    end
    always @(posedge q[2] or posedge rst) begin
        if (rst)
            q[3] <= 1'b0;
        else
            q[3] <= ~q[3];
    end
endmodule
module up_counter_sync_bh(q,clk,rst);
input clk,rst;
output reg [3:0]q;
always@(negedge clk or posedge rst)begin
  if(rst)
    q<=1'b0;
  else
    q<=q+1;
end
endmodule
</file>
<file path="/design/flow/run.sh">
#!/bin/bash
# OpenROAD 26Q1-2900-gdf79404cd8, Yosys 0.63+post, stock flow scripts
make -C /OpenROAD-flow-scripts/flow DESIGN_CONFIG=/design/flow/config.mk WORK_HOME=/design/flow/orfs finish
</file>
<file path="/design/flow/config.mk">
export PLATFORM = sky130hd
export DESIGN_NAME = up_counter_sync_st
export DESIGN_NICKNAME = up_counter_sync_st
export VERILOG_FILES = /design/flow/design.v
export SDC_FILE = /design/flow/constraint.sdc
export NUM_CORES = 4
export LEC_CHECK = 1
export CORE_AREA = 10 10 70 70
export DIE_AREA = 0 0 80 80
</file>
<file path="/design/flow/constraint.sdc">
current_design up_counter_sync_st

set clk_period 1.1
set clk_io_pct 0.2

create_clock -name clk0 -period $clk_period [get_ports {clk}]

set non_clock_inputs [all_inputs -no_clocks]
set_input_delay [expr $clk_period * $clk_io_pct] -clock clk0 $non_clock_inputs
set_output_delay [expr $clk_period * $clk_io_pct] -clock clk0 [all_outputs]
</file>
==> run notes <==
fresh numbers from the pnr run: Comb power frac=approximately 1.9%, First-pass DRT Iterations=2, Port Buf Inserts=5, Combinational Area=35.0 um^2, # clock sinks=4, CTS buffer count=3, actual slew at the worst max-slew pin=0.142 ns, critical path launch point type=flip-flop, WL final=around 350 um, # hold bufs at CTS=0, die width=around 80 um, Flop pwr share=between 40% and 50%, met2 usage=under 10%, cell-internal power=between 200 and 300 uW, DRT iter0 DRCs=3, Core ar.=roughly 3400 um^2, Final Cycle Share=between 90 and 100%, Hold WS=about 0.17 ns, type of the tightest min-delay check=in2async, post-synth area from yosys stat=173 um^2, Fin Setup TNS=0 ns, FMAX=between 900 and 1000 MHz, die height=roughly 80 um, Late-Pin Clk Latency=0.23 ns, most frequent cells in the layout=dfrtp_1, buf_4, clkbuf_4, yosys warns=5, pin count of the biggest net entering global routing=5, Area Growth Syn to Fin=75.4%, Register Area=100 um^2, synthesized instance count=14, total power per unit cell area=around 1100 nW/um^2, WP data arrival=a little over 0.8 ns, buffers plus inverters on the worst setup path=1, worst-path fanout max=2, skew final=about 0.0030 ns, most crowded layer after global routing=met3, total global-route track usage=1.30%, Critical Path RT=between 0.8 and 0.9 ns, Die Footprint=~6400 um^2, RSZ-0062 raised after global routing=false, cells in synth_stat.txt=14, Max-Cap Viols=0, clock-pin slew on the worst setup and hold paths=0.04 ns, FP Util=between 5 and 6%, H-tree depth=1, # setup viols final=0, Log Warnings=25, Post-Syn Area per Cell=roughly 12 um^2, Via Count=113, Final Hold Fails=0, met1 usage=between 1 and 1.5%, fin. max-slew vios=0, Clock Power Share=between 50% and 60%, initial antenna violation count=1, I/O pins=6, Final ANT Viol Nets=0, GP Congestion=approximately 0.71, run status=complete, no violations, grt total ovfl=0, Crit-path slowest cell=dfrtp_1, crit-path leading delay family=flip-flops, wire per inst=5.01 um, number of cell rows=21, synthesized area=about 170 um^2, Worst Setup End Kind=output port, DRC Markers=0, Psw=about 61 uW, max incr delay on CP=0.36 ns, worst vdd ir=approximately 0.23 mV, sw frac=a little under a fifth, layout cells sized above 1=a little under a third, met3 Usage GRT=2.50%, critical path type=reg2out, Rel. slew slack=about nine tenths, crit path time final=1.05 ns, CTS tree=done, fillers=399, Synth cell types=7, CTS Buffer Depth=2, number of global-route vias before repair=127, Registers, synthesis=4, vias per inst=1.64, Clock Tree Root=clkbuf_4, Synth Seq Share=between 50 and 60%, Cell Chain, Critical Path=dlygate4sd2_1, Post-DP HPWL=around 290 um, Pleak=0.151 nW, first-pass GRT wire length=552 um
metal layers:
metal	vias up	wire length, um
li1	56	-
met3	0	102
met5	-	0
met4	0	0
met1	49	134
met2	8	109
cell families (layout without fill, tap and decap cells):
kind of cell	Yosys count	count (layout)	synth area share, %
buf+inv	6	14	21.7
fa+ha+maj	1	1	7.25
xor+xnor	2	2	10.1
other cells	0	1	0
simple gates	1	1	2.90
flops	4	4	58.0
cell usage after synthesis, drive strengths merged:
master | count | area (um^2)
buf | 4 | 30.0
xor2 | 1 | 8.76
xnor2 | 1 | 8.76
inv | 2 | 7.51
ha | 1 | 12.5
dfrtp | 4 | 100
nand3 | 1 | 5.00
repair_timing:
| action | in CTS | in global routing |
|---|---|---|
| setup buffers | 1 | 0 |
| gates cloned | 0 | 0 |
| resized | 4 | 2 |
| setup endpoints to repair | 4 | 2 |
path summary, 6_finish.rpt:
check	from	endpoint	slack (ns)	depth (start not counted)
worst max-delay path	dff3.q$_DFF_PP0_	q[3]	0.05	1
worst min-delay path	rst	dff3.q$_DFF_PP0_	0.17	2
worst max register to register	dff0.q$_DFF_PP0_	dff2.q$_DFF_PP0_	0.14	3
worst min register to register	dff0.q$_DFF_PP0_	dff0.q$_DFF_PP0_	0.51	2
max in group asynchronous	rst	dff1.q$_DFF_PP0_	0.79	2
min in group clk0	dff0.q$_DFF_PP0_	dff0.q$_DFF_PP0_	0.51	2
sequential cells by signal, indices dropped and copies added (netlist names):
| register | cells |
|---|---|
| dff0.q | 1 |
| dff3.q | 1 |
| dff2.q | 1 |
| dff1.q | 1 |
power groups by stage:
stage         Clock (mW)  Combinational (mW)  Sequential (mW)
CTS                0.190             0.00652            0.148
global route       0.198             0.00724            0.148
finish             0.180             0.00618            0.148
final cells by class:
class,instances,share of cell area (%)
Antenna cell,1,0.826
Multi-Input combinational cell,4,11.6
Inverter,2,2.48
Tap cell,46,19.0
Sequential cell,4,33.1
Timing Repair Buffer,9,25.6
Clock buffer,3,7.44
stage by stage:
stage	setup WS (ns)	cell area, um^2	cells	util (%)	total power [mW]
floorplan	0.242	173	14	-	0.152
global placement	0.0485	273	64	7.99	0.156
detailed placement	0.0567	273	64	7.99	0.156
CTS	0.00512	298	68	8.72	0.344
global route	0.00204	303	69	8.86	0.354
finish	0.0495	303	69	8.86	0.334
Power and IR drop assume default switching activity.
